`flow/design.v`:
```
module adder(input clk,
	input writeEnabled,
	input [50:0]line,
	input loadOutReady,
	input [15:0]loadOut,
	input [3:0]loadOutSrc,
	output [3:0]nextRA,
	output [1:0]RAFilled,
	output floatOutReady,
	output [15:0]floatOut,
	output [3:0]floatOutSrc,
	output [3:0]floatOutReg,
	output isJeq,
	output jeqTaken);
	wire [3:0]nextRA = (rs0 == 0) ? 0 :
				  (rs1 == 0) ? 1 :
				  16'hF;
    wire [1:0]RAFilled = rs0[46:46] + rs1[46:46];  
    reg [50:0]rs0 = 0;
    reg [50:0]rs1 = 0; 
    wire [15:0]floatOut = (float0Ready && (rs0Opcode == 1 || rs0Opcode == 5)) ? rs0Add :
                        (float1Ready && (rs1Opcode == 1 || rs1Opcode == 5)) ? rs1Add :
                        (float0Ready && (rs0Opcode == 6)) ? rs0Reg :
                        (float1Ready && (rs1Opcode == 6)) ? rs1Reg :
                        16'hF;
    wire [3:0]floatOutSrc = (float0Ready) ? 0 :
                        (float1Ready) ? 1 :
                        16'hF;
    wire [3:0]floatOutReg = (float0Ready && (rs0Opcode == 1 || rs0Opcode == 5)) ? rs0Reg :
                        (float1Ready && (rs1Opcode == 1)) ? rs1Reg :
                        16'hF;
    wire floatOutReady = float0Ready || float1Ready;
    wire isJeq = (float0Ready && (rs0Opcode == 6)) || (float1Ready && (rs1Opcode == 6));
    wire jeqTaken = isJeq && ((float0Ready && rs0Jeq) || (float1Ready && rs1Jeq));
    wire float0Ready = rs0[46:46] && rs0[25:25] && rs0[4:4];  
    wire [3:0]rs0Opcode = rs0[45:42];
    wire [3:0]rs0src0 = rs0[24:21];
    wire [3:0]rs0src1 = rs0[3:0];
    wire [3:0]rs0Reg = rs0[50:47];
    wire [15:0]rs0v0 = rs0[41:26];
    wire [15:0]rs0v1 = rs0[20:5];   
    wire [15:0]rs0Add = rs0v0 + rs0v1;
    wire [15:0]rs0Jeq = (rs0v0 == rs0v1);
    wire float1Ready = !float0Ready && rs1[46:46] && rs1[25:25] && rs1[4:4];  
    wire [3:0]rs1Opcode = rs1[45:42];
    wire [3:0]rs1src0 = rs1[24:21];
    wire [3:0]rs1src1 = rs1[3:0];
    wire [3:0]rs1Reg = rs1[50:47];
    wire [15:0]rs1v0 = rs1[41:26];
    wire [15:0]rs1v1 = rs1[20:5];
    wire [15:0]rs1Add = rs1v0 + rs1v1;
    wire [15:0]rs1Jeq = (rs1v0 == rs1v1);
    always @(posedge clk) begin
        if(writeEnabled) begin
        	if(nextRA == 0) begin
        		rs0 <= line;
        	end
        	if(nextRA == 1) begin
        		rs1 <= line;
        	end
        end
        if(float0Ready) begin
            rs0 <= 0;
            if((rs1src0 == floatOutSrc) && (rs1 != 0)) begin
                rs1[41:26] <= floatOut;
                rs1[25:25] <= 1;
    			rs1[24:21] <= 16'hF;
            end
            if((rs1src1 == floatOutSrc) && (rs1 != 0)) begin
                rs1[20:5] <= floatOut;
                rs1[4:4] <= 1;
                rs1[3:0] <= 16'hF;
            end
        end
        else if(float1Ready) begin
        	rs1 <= 0;
            if((rs0src0 == floatOutSrc) && (rs0 != 0)) begin
                rs0[41:26] <= floatOut;
                rs0[25:25] <= 1;
            end
            if((rs0src1 == floatOutSrc) && (rs0 != 0)) begin
                rs0[20:5] <= floatOut;
                rs0[4:4] <= 1;
            end
        end
        if(loadOutReady) begin
            if((rs0src0 == loadOutSrc) && !rs0[25:25]) begin
                rs0[41:26] <= loadOut;
                rs0[25:25] <= 1;
            end
            if((rs0src1 == loadOutSrc) && !rs0[4:4]) begin
                rs0[20:5] <= loadOut;
                rs0[4:4] <= 1;
            end   
            if((rs1src0 == loadOutSrc) && !rs1[25:25]) begin
                rs1[41:26] <= loadOut;
                rs1[25:25] <= 1;
                rs1[24:21] <= 16'hF;
            end
            if((rs1src1 == loadOutSrc) && !rs1[4:4]) begin
                rs1[20:5] <= loadOut;
                rs1[4:4] <= 1;
                rs1[3:0] <= 16'hF;
            end     
        end
    end
endmodule
```
`flow/run.sh`:
```
#!/bin/bash
# OpenROAD 26Q1-2900-gdf79404cd8, Yosys 0.63+post, stock flow scripts
make -C /OpenROAD-flow-scripts/flow DESIGN_CONFIG=/design/flow/config.mk WORK_HOME=/design/flow/orfs finish
```
`flow/config.mk`:
```
export PLATFORM = sky130hd
export DESIGN_NAME = adder
export DESIGN_NICKNAME = adder
export VERILOG_FILES = /design/flow/design.v
export SDC_FILE = /design/flow/constraint.sdc
export NUM_CORES = 4
export LEC_CHECK = 1
export CORE_UTILIZATION = 40
```
`flow/constraint.sdc`:
```
current_design adder

set clk_period 9.9
set clk_io_pct 0.2

create_clock -name clk0 -period $clk_period [get_ports {clk}]

set non_clock_inputs [all_inputs -no_clocks]
set_input_delay [expr $clk_period * $clk_io_pct] -clock clk0 $non_clock_inputs
set_output_delay [expr $clk_period * $clk_io_pct] -clock clk0 [all_outputs]
```
==> run notes <==
Implementation summary

In this run the clock root is driven by a sky130_fd_sc_hd__clkbuf_16. The max-cap check violation count is 0. Sorting the Yosys area breakdown by cell type puts at the top sky130_fd_sc_hd__dfxtp_1. In this run, flip-flops and latches consume 32.8% of the power. The report shows a maximum critical-path fanout of 24. The worst setup skew after layout is 0.008751 ns. The fraction of the cycle the final worst path needs is 60.06%.

The total clock buffers created by CTS is 9. The die is 131.0 um wide. The internal power of the cells is 1.206 mW.

The clock network accounts for 16.5% of the total power. The number of port buffers is 106. The path type of the worst setup path is reg -> out.

Measured along the y axis, the die boundary spans 131.0 um. The post-cts hold buffer count is 0. The clock latency of the later-clocked register in the worst-skew pair is 0.36 ns. Yosys mapped the design onto 73 distinct sky130hd cell types. After synthesis, the cell types taking the most area are sky130_fd_sc_hd__dfxtp_1 31%, sky130_fd_sc_hd__a21oi_1 7.6%, sky130_fd_sc_hd__ha_1 5.8%. Looking at the hold checks, the worst path lands on rs0[24]$_SDFFE_PP0P_. Looking at the VDD voltage map, the peak drop is 135.3 uV. The CTS tree is built.

The leakage component of the power was reported as 3.350 nW. By count the netlist is led by 102 x sky130_fd_sc_hd__dfxtp_1, 101 x sky130_fd_sc_hd__a21oi_1, 89 x sky130_fd_sc_hd__nor2_1. The first global-routing pass estimated 43440 um of wire.

The DRC violation count after routing is 0. The arrival time at the worst endpoint is 3.97 ns. Once the clock tree was built, the resizer swapped 0 gates to a different size. The flow reported a cell area power density of 268.6 nW/um^2.

The remaining max-slew budget at the tightest pin is 28.73%. The first element of the critical path is rs0[4]$_DFF_P_. Setup repair after global routing left no endpoint under its margin. The data required time of the worst path is 7.92 ns. The final route contains 7425 vias. Per the placement report, the placed cell count is 1111. The number of cells traversed by the worst hold path is 2. STA classifies the critical path startpoint as a flip-flop. Counting pins that exceed their max-slew limit in the final report gives 0. The residual antenna-violating net count after detailed routing is 0. Once detailed placement completed, the half-perimeter wirelength came to 22430 um. Summed over all layers, the routed wires come to 29640 um. The endpoint of the worst register-to-register path is rs0[18]$_DFF_P_. Per the post-CTS timing run, clock transition at the registers of the reported paths is 0.08 ns. The power spent charging and discharging nets is 0.9774 mW. The post-synth tally of flip-flops with integrated enable is 0.

Entering global routing, the biggest net connects 42 pins. The synthesized netlist occupies a cell area of 6654 um^2. The remaining global-route overflow is 0. The number of optimization iterations in the first detailed-route pass is 7. Counting every instance in the synthesized netlist gives 831.

The top cell type's share of synthesized area is 30.69%. Summing over the stages, the warning tally comes to 25. For reference, the post-synthesis area per instance comes to 8.007 um^2. Of the total power, the share spent switching nets is 44.77%. Pin placement for this block handled 107 I/O pins.

The number of cells in the finished layout apart from fillers is 1127. The run finished with clean final reports. The mean routed wirelength per cell is 26.30 um. For the final routed database, the setup TNS stands at 0 ns. The H-tree was split into 3 levels. The minimum setup slack among reg-to-reg paths is 6.03 ns.

In the floorplan report the effective utilization is 41.44%. The overall power consumption is 2.183 mW. The floorplan has 46 rows. The most used flip-flop cell after synthesis is sky130_fd_sc_hd__dfxtp_1.

The yosys cell count is 831. The transition at the pin with the smallest max-transition slack is 1.059 ns. In this run, the number of DRC markers left after iteration 0 of detailed routing was 741. The worst path in the final design needs a cycle of 5.946 ns, including I/O delays and setup. The type of the worst min-delay path is reg -> reg.

Counting flops with an async set or reset pin after synthesis yields a share of 0%. The highest attainable clock frequency is 168.2 MHz. The average vias per placed instance is 6.588. The start of the worst register-to-register path is rs0[15]$_DFF_P_. The buffers inserted during post-CTS setup optimization is 0. The number of global-route vias before repair is 6824. For the worst min-delay path, the startpoint reported by OpenROAD is rs0[24]$_SDFFE_PP0P_. The share of final-layout standard cells stronger than drive strength 1 is 5.818%. The chip area line of the yosys report is 6654 um^2. The number of warnings printed during yosys synthesis is 1. Counting along the longest clock path gives a buffer depth of 2. The area of the core is 16060 um^2. The most instantiated library cell after synthesis is sky130_fd_sc_hd__dfxtp_1.

The synthesis-to-layout area growth is 22.15%. The total antenna diodes in the routed design is 0. The share of the Yosys chip area taken by registers is 30.69%. The initial antenna violation count is 0. The critical path endpoint category is an output port.

Combinational logic burns 50.7% of the power. RePlAce ended its routability-driven mode at a weighted congestion of 1.005. Across every metal layer, demand over resource in global routing totals 36.18%. The count of final setup violators is 0. Endpoints failing hold in the final report were tallied at 0.

The number of cells traversed by the worst register-to-register path is 8. The total clock sinks is 102. The total die size is 17150 um^2. The register bit total from synthesis is 102.
-- metal layers --
layer  share of wire [%]  track usage, %
met2                  44           55.40
met5                   0               0
met1                  43           53.94
met4                 3.0           8.046
met3                  10           6.468
-- power by group through the flow --
| stage | registers (mW) | logic (mW) | clock network, mW |
|---|---|---|---|
| 4_1_cts | 0.707 | 1.09 | 0.364 |
| 5_1_grt | 0.726 | 1.20 | 0.379 |
| 6_report | 0.716 | 1.11 | 0.359 |
-- sequential cells by signal, summed over array words and instances, names as in the netlist --
register  count
rs1          51
rs0          51
-- layout make-up --
cell class              count  area [um^2]
well taps                 216        270.3
fillers                  1496         7930
repair buffers            122         1181
clock buffers              10        239.0
clock inverters             6        50.05
inverters                  24        90.09
multi-input cells         647         4255
flip-flops and latches    102         2042
-- worst max-delay path by stage --
stage / endpoint / slack, ns / cells past startpoint
finish: floatOut[3] / 3.95 / 6
global route: floatOut[3] / 3.89 / 6
CTS: floatOut[3] / 4.07 / 6
-- worst max-delay path, cell delays in order, from the launching register on --
cell                              delay (ns)
sky130_fd_sc_hd__dfxtp_1                0.41
sky130_fd_sc_hd__and3_1                 0.57
sky130_fd_sc_hd__buf_4                  0.42
sky130_fd_sc_hd__inv_1                  0.31
sky130_fd_sc_hd__and3_1                 0.47
sky130_fd_sc_hd__a221oi_1               0.80
sky130_fd_sc_hd__clkdlybuf4s50_1        0.60
-- logic make-up (layout without fill, tap and decap cells) --
group                    after synthesis  in the layout  synth area share [%]
flip-flops                           102            102                 30.69
buffers and inverters                 82            162                 5.528
adder cells (fa/ha/maj)               33             33                 6.431
multiplexers                           4              4                0.6205
AND-OR/OR-AND                        341            341                 35.11
AND/OR/NAND/NOR                      244            244                 18.33
XOR/XNOR                              25             25                 3.291
-- cells in the final DEF (no fill, tap or decap), drive strengths merged, types with 10 or more instances in the layout --
master,synthesis,layout
clkbuf,41,10
nand2,40,40
ha,31,31
nor3,14,14
a211oi,34,34
a21o,30,30
a22o,11,11
nand4,11,11
inv,24,27
o31ai,12,12
nand3,12,12
a21oi,101,101
and3,14,14
dfxtp,102,102
o21a,12,12
nor2,90,90
a2111oi,10,10
buf,17,16
o21ai,38,38
nor4,29,29
clkdlybuf4s50,0,106
xnor2,18,18
-- metrics by stage --
step	util [%]	setup slack [ns]	hold WS (ns)	cell area, um^2
6_report	50.62	3.954	0.5221	8128
5_1_grt	50.62	3.891	0.5588	8128
4_1_cts	50.62	4.067	0.5259	8128
3_5_place_dp	48.82	4.470	0.5048	7839
3_3_place_gp	48.82	4.496	0.4973	7839
2_1_floorplan	-	5.586	0.4587	6654
Power and IR drop assume default switching activity.
