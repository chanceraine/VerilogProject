File: design/flow/run.sh
#!/bin/bash
# OpenROAD 26Q1-2900-gdf79404cd8, Yosys 0.63+post, stock flow scripts
make -C /OpenROAD-flow-scripts/flow DESIGN_CONFIG=/design/flow/config.mk WORK_HOME=/design/flow/orfs finish
File: design/flow/config.mk
export PLATFORM = sky130hd
export DESIGN_NAME = isb
export DESIGN_NICKNAME = isb
export VERILOG_FILES = /design/flow/design.v
export SDC_FILE = /design/flow/constraint.sdc
export NUM_CORES = 4
export LEC_CHECK = 1
export CORE_UTILIZATION = 50
File: design/flow/constraint.sdc
current_design isb

set clk_period 25.1
set clk_io_pct 0.2

create_clock -name clk0 -period $clk_period [get_ports {clk}]

set non_clock_inputs [all_inputs -no_clocks]
set_input_delay [expr $clk_period * $clk_io_pct] -clock clk0 $non_clock_inputs
set_output_delay [expr $clk_period * $clk_io_pct] -clock clk0 [all_outputs]
File: design/flow/design.v
module isb(input clk,
	input pause,
    input outEnable,  
    output outReady,
    output [15:0]dataOut,  
    input inEnable,  
    output inReady,
    input [15:0]dataIn);  
reg [15:0]buffer[0:31];
reg [4:0]head = 0;
reg [4:0]tail = 0;
reg [4:0]count = 0;
wire inReady = (count < 32);
wire pause;
wire [15:0]dataOut = (outReady && outEnable && (count > 0)) ? buffer[head] :
					 (outReady && outEnable) ? dataIn :
					 16'hxxxx;	
wire empty = (count == 0);
wire outReady = !empty || inEnable;
always @(posedge clk) begin
	if(!empty) begin
		if(outEnable && !pause) begin
			count <= count - 1;
			if(head == 31) begin
				head <= 0;
			end
			else begin
				head <= head + 1;
			end
		end
	end	
	else begin
		if(outEnable && pause) begin
			count <= count + 1;
			buffer[tail] <= dataIn;
			if(tail == 31) begin
				tail <= 0;
			end
			else begin
				tail <= tail + 1;
			end
		end
	end
	if(inEnable) begin
		if(!(count == 0 && outEnable)) begin  
			count <= count + 1;
			buffer[tail] <= dataIn;
			if(tail == 31) begin
				tail <= 0;
			end
			else begin
				tail <= tail + 1;
			end
		end
	end
end
endmodule
==> flow_metrics.tcl <==
# flow metrics
set metrics [dict create \
    r2r_start "count[1]$_DFF_P_" \
    critPathKind "input port to output pin" \
    netlist_top_cells_area "edfxtp_1 74%, mux2i_1 5.4%, mux4_2 5.1%" \
    r2r_end "buffer[2][9]$_DFFE_PP_" \
    r2r_cells 8 \
    rows 74 \
    die_x_microns 207 \
    top_cell "edfxtp_1" \
    synth_warnings 1 \
    fin_worst_skew_ns 0.0184 \
    cts_buffer_depth 3 \
    die-area_sq_um 43000 \
    yosysCellCount 1192 \
    ys_ff 527 \
    cts_tree "done" \
    wl_mm 52.7 \
    synthArstFlopShare 0 \
    top_cells_by_count "517 x edfxtp_1, 114 x mux2i_1, 106 x nor2_1" \
    grt_pass1_wl_mm 77.1 \
    drv_cap 0 \
    vias 11157 \
    yosysSeqAreaShare 0.746 \
    crit_family "buffers and inverters" \
    maxSlewHeadroom 0.482 \
    clkTransAtPathRegs_ns 0.06 \
    track_usage 0.280 \
    place_area_sq_um 22300 \
    start_kind "input port" \
    cts_sinks 527 \
    ioPinCount 38 \
    log.warning_count 30 \
    io_buffers 36 \
    instances_no_fill 1862 \
    synthCells 1192 \
    cts_setup_buffers 0 \
    drc 0 \
    crit_fanout 17 \
    diodes 0 \
    cp_data_arrival_time_ns 7.67 \
    grt_pass1_vias 11675 \
    synth_area_sq_um 21100 \
    grt_start_max_net_pins 88 \
    final_area_sq_um 24000 \
    top_area_frac 0.736 \
    die_h_microns 207 \
    synth_cell_type_count 50 \
    crit_required_ns 20.08 \
    cpMostUsedCell "clkdlybuf4s50_1" \
    worstMarginPinSlew_ns 0.776 \
    holdWs_ns 0.513 \
    cts_htree_levels 2 \
    slew_violations 0 \
    rsz0062_at_grt "false" \
    cts-resized-gates 0 \
    hpwl_mm 29.4 \
    vdd_ir_drop_max_uv 60.6 \
    hp-class "flop to flop" \
    dp_slack_ns 12.47 \
    outcome "completed" \
    hold_viol 0 \
    edf_count 517 \
    holdBufCountCts 0 \
    min_path_cells 2 \
    setup-tns-final_ns 0 \
    avgRoutedWirePerCell_microns 28.3 \
    dpl.cell_count 1763 \
    timing.fmax_mhz 78.8 \
    ant_nets 0 \
    grt_antenna_before_repair 0 \
    vias_per_cell 5.99 \
    cp_slowest_cell "clkdlybuf4s50_1" \
    postSynthAreaPerCell_sq_um 17.7 \
    coreArea_sq_um 41200 \
    cts_root_buf "clkbuf_16" \
    p_leak_nw 8.01 \
    setup_viol 0 \
    r2r_slack_ns 21.82 \
    flop_cell "edfxtp_1" \
    path_cells "clkdlybuf4s50_1 -> nand2_4 -> or2_2 -> a31oi_1 -> a221o_1 -> clkdlybuf4s50_1" \
    worst_slack_ns 12.41 \
    ys_area_sq_um 21100 \
    yosysTopAreaCell "edfxtp_1" \
    drive_above_1_share 0.183 \
    overflow 0 \
    min_from "count[4]$_DFF_P_" \
    areaGrowthSynthToFinish_pct 13.9 \
    power_density_nw_per_um2 87.7 \
    cp-end-kind "output pin" \
    post-route-period-util 0.506 \
    drtIter0Drc 809 \
    max_stage_delay_ns 0.71 \
    holdPathEnd "count[4]$_DFF_P_" \
    fillers 3025 \
    gp_routability_congestion 0.856 \
    crit_buf_inv 2 \
    cts_made_buffers 53 \
    fp_util 0.512 \
    firstDrtPassIters 5 \
    period_minus_slack_ns 12.69 \
    worstSkewPairLatency_ns 0.60 \
]
registers in the layout, summed over array words and instances, names as in the netlist:
register and count:
buffer 512, count 5, head 5, tail 5
kinds of logic (layout without fill, tap and decap cells):
family / Yosys count / in the layout / synth area share
flip-flops: 527 / 527 / 0.746
AND/OR/NAND/NOR: 220 / 220 / 0.0464
multiplexers: 211 / 211 / 0.132
AND-OR/OR-AND: 147 / 147 / 0.0498
buffers and inverters: 73 / 211 / 0.0190
adder cells (fa/ha/maj): 10 / 10 / 0.00593
XOR/XNOR: 3 / 3 / 0.00125
other: 1 / 1 / 0.000178
routing by layer:
metal	wire, microns	global-route usage
met4	1050	0.0448
met3	8290	0.186
met1	18900	0.401
met2	24500	0.397
met5	0	0.0256
placed cells by master (no fill, tap or decap), drive strengths merged, types with 8 or more instances in the layout:
cell type | netlist | routed
a211oi | 17 | 17
a21oi | 18 | 18
a221o | 16 | 16
a311oi | 16 | 16
a31oi | 18 | 18
buf | 42 | 72
clkbuf | 27 | 71
clkdlybuf4s50 | 0 | 36
clkinv | 0 | 21
dfxtp | 10 | 10
edfxtp | 517 | 517
ha | 10 | 10
mux2 | 49 | 49
mux2i | 114 | 114
mux4 | 48 | 48
nand2 | 64 | 64
nand2b | 8 | 8
nor2 | 106 | 106
nor2b | 19 | 19
o211ai | 16 | 16
o22ai | 33 | 33
layout make-up:
| cell class | count | area (sq um) | area share |
|---|---|---|---|
| timing repair buffer | 108 | 926 | 0.0385 |
| clock inverter | 28 | 220 | 0.00917 |
| inverter | 4 | 15.0 | 0.000625 |
| clock buffer | 71 | 1510 | 0.0627 |
| tap | 532 | 666 | 0.0277 |
| sequential | 527 | 15700 | 0.654 |
| multi-input combinational | 592 | 4970 | 0.207 |
through the flow:
| step | power, mW | util |
|---|---|---|
| 3_3_place_gp | 1.35 | 0.541 |
| 4_1_cts | 2.12 | 0.583 |
| 2_1_floorplan | 1.23 | - |
| 6_report | 2.11 | 0.583 |
| 3_5_place_dp | 1.35 | 0.541 |
| 5_1_grt | 2.18 | 0.583 |
tightest hold or removal path, delay by kind of cell, from the launching register on:
family          cells  cell delay, ns
flops               1            0.33
simple gates        1            0.07
compound gates      1            0.06
power by group:
group / leakage, nW / total [mW] / switching (mW) / internal (mW)
logic: 2.42 / 0.282 / 0.178 / 0.104
clock network: 0.849 / 0.775 / 0.324 / 0.451
registers: 4.74 / 1.05 / 0.0249 / 1.03
how the worst max path moves through the flow:
stage     depth (start not counted)          end  startpoint
6_report                          6   dataOut[0]   outEnable
5_1_grt                           6  dataOut[15]   outEnable
4_1_cts                           6  dataOut[15]   outEnable
No activity file was given, so power comes from the tool's default toggle rates.
